==> /design/flow/design.v <==
`timescale 1ns / 1ps
module bram_fifo
#(
  parameter ADDR_WIDTH = 8,
  parameter DATA_WIDTH = 64
) (
   input wire clk, rst_n,
   input wire rd_en, wr_en_in,
   input  wire [DATA_WIDTH-1:0] data_in,
   output wire fifo_empty, fifo_full,
   output wire [DATA_WIDTH-1:0] data_out
);
  reg fifo_empty_reg, fifo_empty_nxt;
  reg fifo_full_reg, fifo_full_nxt;
  reg [ADDR_WIDTH-1:0] rd_ptr_reg, rd_ptr_nxt, rd_ptr_succ;  
  reg [ADDR_WIDTH-1:0] wr_ptr_reg, wr_ptr_nxt, wr_ptr_succ;  
  simple_dual_port_no_rden #(
  .ADDR_WIDTH(ADDR_WIDTH),
  .DATA_WIDTH(DATA_WIDTH)
) simple_dual_port_ram(
  .clk(clk),
  .wr_en(wr_en_in),
  .wr_addr(wr_ptr_reg),
  .data_i(data_in),
  .rd_addr(rd_ptr_reg),
  .data_o_r(data_out)
);
  always @(posedge clk)
  begin
    if (rst_n==1'b0) 
    begin
      rd_ptr_reg <= 'd0;
      wr_ptr_reg <= 'd0;
      fifo_full_reg <= 1'b0;
      fifo_empty_reg <= 1'b1;
    end
    else 
    begin;
      rd_ptr_reg <= rd_ptr_nxt;
      wr_ptr_reg <= wr_ptr_nxt;
      fifo_full_reg <= fifo_full_nxt;
      fifo_empty_reg <= fifo_empty_nxt;
    end
  end
  always @(*)  
  begin
    rd_ptr_succ = rd_ptr_reg + 1'b1;
    wr_ptr_succ = wr_ptr_reg + 1'b1;
    rd_ptr_nxt = rd_ptr_reg;
    wr_ptr_nxt = wr_ptr_reg;
    fifo_full_nxt = fifo_full_reg;
    fifo_empty_nxt = fifo_empty_reg;
    casex({wr_en_in, rd_en, fifo_empty_reg, fifo_full_reg})
      4'b010x:  
      begin
        rd_ptr_nxt = rd_ptr_succ;
        fifo_full_nxt = 1'b0;
        if (rd_ptr_succ == wr_ptr_reg)
        begin
          fifo_empty_nxt = 1'b1;
        end
      end
      4'b10x0:  
      begin
        wr_ptr_nxt = wr_ptr_succ;
        fifo_empty_nxt = 1'b0;
        if (wr_ptr_succ==rd_ptr_reg) 
        begin
          fifo_full_nxt = 1'b1;
        end
      end
      4'b110x:  
      begin
        wr_ptr_nxt = wr_ptr_succ;
        rd_ptr_nxt = rd_ptr_succ;
      end
      4'b111x:  
      begin
        wr_ptr_nxt = wr_ptr_succ;
        fifo_empty_nxt = 1'b0;
      end
    endcase
  end
  assign fifo_full = fifo_full_reg;
  assign fifo_empty = fifo_empty_reg;
endmodule
`timescale 1ns / 1ps
module simple_dual_port_no_rden
#(
  parameter ADDR_WIDTH = 15,
  parameter DATA_WIDTH = 28  
) (
  input  wire clk,
  input  wire wr_en,
  input  wire [ADDR_WIDTH-1:0] wr_addr,
  input  wire [DATA_WIDTH-1:0] data_i,
  input  wire [ADDR_WIDTH-1:0] rd_addr,
  output wire [DATA_WIDTH-1:0] data_o_r
);
  reg [DATA_WIDTH-1:0] ram [2**ADDR_WIDTH-1:0];
  always @(posedge clk) 
  begin
    if(wr_en)  
      ram[wr_addr] <= data_i;
  end
  assign data_o_r = ram[rd_addr];
endmodule
==> /design/flow/run.sh <==
#!/bin/bash
# OpenROAD 26Q1-2900-gdf79404cd8, Yosys 0.63+post, stock flow scripts
make -C /OpenROAD-flow-scripts/flow DESIGN_CONFIG=/design/flow/config.mk WORK_HOME=/design/flow/orfs finish
==> /design/flow/config.mk <==
export PLATFORM = sky130hd
export DESIGN_NAME = bram_fifo
export DESIGN_NICKNAME = bram_fifo
export VERILOG_FILES = /design/flow/design.v
export SDC_FILE = /design/flow/constraint.sdc
export NUM_CORES = 4
export LEC_CHECK = 1
export CORE_UTILIZATION = 50
export SYNTH_MEMORY_MAX_BITS = 65536
==> /design/flow/constraint.sdc <==
current_design bram_fifo

set clk_period 444.9
set clk_io_pct 0.2

create_clock -name clk0 -period $clk_period [get_ports {clk}]

set non_clock_inputs [all_inputs -no_clocks]
set_input_delay [expr $clk_period * $clk_io_pct] -clock clk0 $non_clock_inputs
set_output_delay [expr $clk_period * $clk_io_pct] -clock clk0 [all_outputs]
==> changes_impl.md <==
### Metrics

- Post-CTS Setup Repair Bufs: 0
- Fillers: 88200
- Buffers on Ports: 133
- Area share, top type: 78.5%
- Endpoints failing setup: 0
- Pwr dens: 4.48 mW/mm²
- Max FFs per register: 16400
- Share of post-route cells with drive strength above 1: 24.6%
- Status: complete, but fails checks
- Post-synth top area cell: edfxtp_1
- Critical Path AT: 11.77 ns
- Dpl hpwl: 1340 mm
- YS warnings: 2
- Required time of the worst setup path: 355.92 ns
- Initial core utilization: 50.2%
- Netlist Area Pre-Place: 0.627 mm²
- CP startpoint kind: flop
- Clk latency late pin: 1.36 ns
- Async SR Flop Fraction: 0%
- Synth Instances: 29400
- Worst Setup End Kind: output port
- Average size of a mapped cell: 21.3 µm²
- DR WL/cell: 43.3 µm
- Synth Seq Share: 78.6%
- TritonCTS Buffers: 1713
- Logic area: 0.129 mm²
- Synth top cell by count: edfxtp_1
- Cell variety after synth: 73
- Post-synth regs: 16400
- Initial antenna violation count: 134
- Synth top cells by count: edfxtp_1 (16400), mux4_2 (2864), mux2i_1 (2419)
- Drt total wl: 2160 mm
- Crit Path Max Fanout: 71
- Setup Skew: 0.121 ns
- Pre-antenna DRT Iters: 8
- Tmin final: 100.75 ns
- Core Region: 1.25 mm²
- Period utilization: 22.6%
- Post-route DRC violation count: 0
- Synth top area cells: edfxtp_1 (78%), mux4_2 (10%), mux2i_1 (3.9%)
- Failing checks: max-capacitance violations, max-slew violations
- Total gr overflow: 0
- Die ar.: 1.26 mm²
- Core Rows: 410
- Place WS: 345.57 ns
- Routability cong.: 0.952
- Crit Path Category: reg -> out
- CTS Hold Bufs: 0
- Type of the most critical hold path: reg -> reg
- RSZ-0062 raised after global routing: false
- Ys cells: 29400
- Flip-flops with a built-in enable: 16400
- Num ports: 134
- Synthesis area per yosys: 0.627 mm²
- Pin count of the biggest net entering global routing: 144
- Flop area: 0.493 mm²
- Total GRT Usage: 39.0%
- Die H: 1.12 mm
- # Max-Cap Violations: 3
- Die Wd: 1.12 mm
- Setup TNS Final: 0 ns
- Area grow syn2layout: 14.1%
- DR vias/cell: 6.52
- Vias in the first global route: 349000
- Worst slew pin tran: 1.75 ns
- TritonCTS clock tree: yes
- Root Driver: clkbuf_16
- Worst-case clock buffer depth: 6
- Worst Setup Slack, final: 344.15 ns
- Fmax: 9.93 MHz
- Antenna-violating nets left: 0
- DR iter-0 viols: 24300
- First-pass GRT wire length: 2910 mm
- Clock transition at the registers of the reported paths: 0.06 ns
- # clock sinks: 16400
- Peak VDD IR: 0.00366 mV
- R2r startpoint: wr_ptr_reg[2]$_SDFFE_PN0P_
- Relative slew slack: -17.1%
- CTS resizes: 0
- Final tally of hold violations: 0
- Cell leakage power: 0.216 µW
- Tool warning count: 55
- Slew Limit Fails: 7
- Synth Flop Type: edfxtp_1
- Vias: 325000
- Startpoint of the worst hold path: fifo_full_reg$_SDFFE_PN0P_
- H-tree Lvls: 7
-- path summary, 6_finish.rpt --
path / end / slack, ns / cells past startpoint
max: data_out[52] / 344.15 / 19
min: fifo_full_reg$_SDFFE_PN0P_ / 0.55 / 2
max reg2reg: simple_dual_port_ram.ram[221][63]$_DFFE_PP_ / 439.20 / 7
min reg2reg: fifo_full_reg$_SDFFE_PN0P_ / 0.55 / 2
-- worst max-delay path, cell delays in order (launching register included) --
cell and delay [ns]:
dfxtp_4 0.71, buf_4 0.74, buf_4 0.63, buf_12 0.55, buf_4 0.66, buf_4 0.64
buf_4 0.68, buf_4 0.68, buf_4 0.65, mux2i_1 0.19, o221ai_1 0.22, buf_4 0.26
o21ai_0 0.14, a32oi_1 0.25, o211ai_1 0.16, a2111o_1 0.64, buf_4 0.27, nor4_4 1.17
buf_4 0.30, clkdlybuf4s50_1 0.47
-- layout by cell type, fill, tap and decap left out, types with 110 or more instances in the layout --
| cell type | count |
|---|---|
| nor4_1 | 228 |
| clkbuf_16 | 1740 |
| nand3_1 | 232 |
| o21ai_0 | 373 |
| clkinv_1 | 398 |
| clkbuf_1 | 328 |
| nor2_1 | 324 |
| nor2_4 | 266 |
| a21oi_1 | 445 |
| diode_2 | 238 |
| a22oi_1 | 493 |
| clkinv_2 | 323 |
| buf_4 | 2062 |
| nand2_1 | 488 |
| bufinv_16 | 151 |
| a22o_1 | 110 |
| mux4_2 | 2864 |
| a221oi_1 | 204 |
| o221ai_1 | 571 |
| mux2i_1 | 2419 |
| o22ai_1 | 555 |
| edfxtp_1 | 16400 |
| nor3_1 | 439 |
| mux2_2 | 137 |
| a211oi_1 | 120 |
-- through the flow --
stage | hold slack [ns] | total power, µW | util [%] | cell area [µm²] | instances
after CTS | 0.540 | 3220 | 57.3 | 715000 | 49600
after floorplan | 0.470 | 1800 | - | 627000 | 29400
final | 0.545 | 3210 | 57.3 | 715000 | 49800
after global routing | 0.573 | 3280 | 57.3 | 715000 | 49700
after global placement | 0.520 | 1850 | 53.0 | 661000 | 46600
after detailed placement | 0.525 | 1860 | 53.0 | 661000 | 46600
-- per-layer routing --
layer | GRT usage [%] | wire (µm) | up-vias
met5 | 8.94 | 12700 | -
met4 | 22.4 | 174000 | 268
met3 | 37.4 | 491000 | 5304
met2 | 50.2 | 935000 | 28200
met1 | 40.1 | 546000 | 162000
li1 | - | - | 130000
-- power breakdown --
part	internal [µW]	switching [µW]	total, µW
Sequential	1700	0.431	1700
Clock	800	582	1380
Combinational	42.7	79.0	122
-- kinds of logic (layout without fill, tap and decap cells) --
kind of cell | count (synthesis) | after routing | share of synthesized area [%]
DFF | 16400 | 16400 | 78.6
other | 0 | 238 | 0
muxes | 5420 | 5420 | 14.4
adders and majority gates | 5 | 5 | 0.00998
buffers and inverters | 1798 | 5316 | 1.39
AOI/OAI and AO/OA | 3266 | 3266 | 3.69
and+or+nand+nor | 2469 | 2469 | 1.89
xor gates and xnor gates | 27 | 27 | 0.0377
-- layout make-up --
| type | instances | area share, % |
|---|---|---|
| diodes | 238 | 0.0833 |
| clock buffers | 2078 | 6.28 |
| clock inverters | 954 | 1.18 |
| inverters | 10 | 0.00735 |
| multi-input cells | 11200 | 18.1 |
| flip-flops and latches | 16400 | 68.9 |
| well taps | 16700 | 2.92 |
| repair buffers | 2274 | 2.60 |
Power figures rest on the tool's default switching activity, not on a simulated workload.
